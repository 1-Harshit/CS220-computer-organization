[flow/run.sh]
#!/bin/bash
# OpenROAD 26Q1-2900-gdf79404cd8, Yosys 0.63+post, stock flow scripts
make -C /OpenROAD-flow-scripts/flow DESIGN_CONFIG=/design/flow/config.mk WORK_HOME=/design/flow/orfs finish
[flow/config.mk]
export PLATFORM = sky130hd
export DESIGN_NAME = eight_bit_comparator
export DESIGN_NICKNAME = eight_bit_comparator
export VERILOG_FILES = /design/flow/design.v
export SDC_FILE = /design/flow/constraint.sdc
export NUM_CORES = 4
export LEC_CHECK = 1
export CORE_AREA = 10 10 70 70
export DIE_AREA = 0 0 80 80
[flow/constraint.sdc]
current_design eight_bit_comparator

set clk_period 2.7
set clk_io_pct 0.2

create_clock -name clk0 -period $clk_period

set non_clock_inputs [all_inputs -no_clocks]
set_input_delay [expr $clk_period * $clk_io_pct] -clock clk0 $non_clock_inputs
set_output_delay [expr $clk_period * $clk_io_pct] -clock clk0 [all_outputs]
[flow/design.v]
module one_bit_comparator(out_less, out_equal, out_more, a, b, in_less, in_equal, in_more);
    input a,b,in_less,in_equal,in_more;  
    output out_less,out_equal,out_more;  
    assign out_equal=((a&&b)||(~a&&~b))&&in_equal;
    assign out_less=(~a&&b||in_less)&&~in_more;
    assign out_more=(a&&~b||in_more)&&~in_less;   
endmodule
module eight_bit_comparator(out_less, out_equal, out_more, a,b, in_less, in_equal, in_more);
    output out_less,out_equal,out_more;
    input [7:0] a,b;  
    input in_less, in_equal, in_more;  
    wire g[0:7];                       
    wire e[0:7];
    wire l[0:7];
    one_bit_comparator c0(l[0],e[0],g[0],a[0],b[0],l[1],e[1],g[1]);
    one_bit_comparator c1(l[1],e[1],g[1],a[1],b[1],l[2],e[2],g[2]);
    one_bit_comparator c2(l[2],e[2],g[2],a[2],b[2],l[3],e[3],g[3]);
    one_bit_comparator c3(l[3],e[3],g[3],a[3],b[3],l[4],e[4],g[4]);
    one_bit_comparator c4(l[4],e[4],g[4],a[4],b[4],l[5],e[5],g[5]);
    one_bit_comparator c5(l[5],e[5],g[5],a[5],b[5],l[6],e[6],g[6]);
    one_bit_comparator c6(l[6],e[6],g[6],a[6],b[6],l[7],e[7],g[7]);
    one_bit_comparator c7(l[7],e[7],g[7],a[7],b[7], in_less, in_equal, in_more);
    assign out_less=l[0]&&~e[0]&&~g[0];
    assign out_more=g[0]&&~e[0]&&~l[0];
    assign out_equal=e[0];
endmodule
==> impl_metrics.json <==
{
  "design.core.area_um2": 3416,
  "critical_path_class": "input pin to output port",
  "dp_hpwl_mm": 1.358,
  "crit_fanout": 3,
  "yosys.stat.seqShare_pct": 0,
  "overflow": 0,
  "yosysTopAreaCellShare_pct": 34.12,
  "slowest_stage": "a221oi_4",
  "slew_headroom_pct": 76.13,
  "antenna_left": 0,
  "finalSetupViolations": 2,
  "ir_drop_mv": 0.04300,
  "timing.final.ws_setup_ns": -0.1905,
  "yosysUniqueCellTypes": 31,
  "slew_violations": 0,
  "cpPeakStageDelay_ns": 0.40,
  "fp-utilization_pct": 17.18,
  "worstPathRequired_ns": 2.16,
  "p_per_area_nw_per_um2": 179.9,
  "critPathCapture": "out_more",
  "rsz0062_at_grt": "yes",
  "max_freq_mhz": 346.0,
  "worst_setup_path_start_kind": "input pin",
  "crit_path_end_kind": "output port",
  "dr.pass1.iters": 2,
  "outcome": "finished, violations left",
  "grt_pass1_wl_mm": 3.180,
  "syn_area_um2": 586.8,
  "yosys_warnings": 1,
  "grt_max_degree": 6,
  "dieArea_um2": 6400,
  "yosysTopAreaCell": "ha_1",
  "gp_congestion": 0.8556,
  "placementRows": 21,
  "grt_pass1_vias": 761,
  "post-route-period-util_pct": 107.1,
  "areaGrowthSynthToFinish_pct": 108.5,
  "crit_start": "a[7]",
  "diodes": 0,
  "port_buffers": 22,
  "path_cells": "buf_6, buf_4, ha_4, nor2_4, o211ai_1, buf_4, a221oi_4, o21ai_4, buf_6, a211oi_4, a211oi_2, buf_2",
  "maxCapViolations": 0,
  "synthCells": 78,
  "regArea_um2": 0,
  "tightest_slew_ns": 0.3580,
  "fin_util_pct": 35.82,
  "comb_area_um2": 718.2,
  "drt-total-wl_mm": 1.783,
  "critPathArrivalTime_ns": 2.35,
  "top_cells_by_count": "inv_1 (21), ha_1 (16), nor2_1 (4), nor2b_1 (4)",
  "ys_cells": 78,
  "fillers": 345,
  "io_pins": 22,
  "ys_chip_area_um2": 586.8,
  "hp-class": "input pin to output port",
  "vias_per_cell": 4.048,
  "timing.hold.ws_ns": 1.744,
  "clockBufferCount": 0,
  "die_w_um": 80,
  "synth.most_common_cell": "inv_1",
  "fin_crit_ns": 2.891,
  "grt_usage_pct": 5.681,
  "initialDrtViolationCount": 11,
  "drive_gt1_share_pct": 48.33,
  "flops": 0,
  "wl_per_cell_um": 10.74,
  "violations": "setup timing",
  "antenna_found_initial": 0,
  "p_leak_nw": 0.5899,
  "netlist_top_cells_area": "ha_1 (34%), inv_1 (13%), nor2b_1 (4.3%), o2111ai_1 (3.0%), a21oi_4 (2.8%)",
  "drc_errors": 0,
  "finalSetupTns_ns": -0.3305,
  "avgSynthCellArea_um2": 7.523,
  "final-hold-violation-count": 0,
  "vias": 672,
  "p_total_mw": 0.2202,
  "dieHeight_um": 80,
  "warnings": 42
}
## kinds of logic after synthesis
kind of cell / Yosys count / synth area share [%]
AND/OR/NAND/NOR: 21 / 19.62
adder cells (fa/ha/maj): 16 / 34.11
AND-OR/OR-AND: 20 / 32.83
buffers and inverters: 21 / 13.43
## worst max-delay path, delay by kind of cell
family | cells | cell delay [ns]
adder cells (fa/ha/maj) | 1 | 0.17
AND/OR/NAND/NOR | 1 | 0.13
buffers and inverters | 5 | 0.65
AND-OR/OR-AND | 5 | 0.86
## layout by cell type (no fill, tap or decap), types with 2 or more instances in the layout
master            n
ha_1             11
nor2b_1           3
ha_4              4
inv_1            19
nand2b_4          2
nor2_1            2
dlygate4sd2_1     9
o2111ai_2         2
a211oi_4          2
buf_6             6
buf_2             2
clkdlybuf4s50_1   2
buf_4            18
a2111oi_4         2
nor2_4            2
o211ai_1          2
dlymetal6s2s_1    4
or2_4             2
## per-layer routing
metal | up-vias | wire length (um) | GRT usage [%]
li1 | 355 | - | -
met1 | 307 | 801 | 7.058
met2 | 10 | 898 | 10.27
met3 | 0 | 82 | 1.250
met4 | 0 | 0 | 0
met5 | - | 0 | 0
## where the power goes
part           switching (mW)  internal (mW)  total [mW]
sequential                  0              0           0
combinational          0.0979          0.122       0.220
clock                       0              0           0
total                  0.0979          0.122       0.220
## cell type report
type	count	area share, %
Inverter	21	6.646
Multi-Input combinational cell	57	58.69
Tap cell	46	4.703
Timing Repair Buffer	42	29.96
## stage by stage
stage	instances	cell area [um2]	setup slack [ns]
after CTS	165	1179	-0.1874
after global placement	157	947.2	-0.9580
after detailed placement	157	947.2	-1.002
final	166	1224	-0.1905
after global routing	166	1224	-0.2643
after floorplan	78	586.8	0.1515
## repair_timing
| action | 4_1_cts | 5_1_grt |
|---|---|---|
| hold buffers | 0 | 0 |
| setup endpoints to repair | 3 | 3 |
| resized | 73 | 11 |
| pin swaps | 17 | 9 |
| setup buffers | 9 | 1 |
## how the worst min path moves through the flow
stage	from	end	cells after the start
after CTS	b[6]	out_less	8
after global routing	b[2]	out_more	6
final	b[2]	out_more	6
Power and IR drop assume default switching activity.
