==> ./design.v <==
module look_ahead_adder_unit(cout,s,p,g,cin);  
    output s,cout;                               
    input p,g,cin;
    assign cout=g|(p&cin);
    assign s=p^cin;
endmodule
module eight_bit_look_ahead_carry_adder(sum, C_out,a,b,cin);
    output [7:0] sum;
    wire [7:0] cout;
    output C_out;
    assign C_out=cout[7];
    input [7:0] a, b;
    input cin;
    wire [7:0] p,g;
    assign p=a^b;  
    assign g=a&b;  
    look_ahead_adder_unit u0(cout[0],sum[0],p[0],g[0],cin); 
    look_ahead_adder_unit u1(cout[1],sum[1],p[1],g[1],cout[0]);
    look_ahead_adder_unit u2(cout[2],sum[2],p[2],g[2],cout[1]);
    look_ahead_adder_unit u3(cout[3],sum[3],p[3],g[3],cout[2]);
    look_ahead_adder_unit u4(cout[4],sum[4],p[4],g[4],cout[3]);
    look_ahead_adder_unit u5(cout[5],sum[5],p[5],g[5],cout[4]);
    look_ahead_adder_unit u6(cout[6],sum[6],p[6],g[6],cout[5]);
    look_ahead_adder_unit u7(cout[7],sum[7],p[7],g[7],cout[6]);
endmodule
==> ./run.sh <==
#!/bin/bash
# OpenROAD 26Q1-2900-gdf79404cd8, Yosys 0.63+post, stock flow scripts
make -C /OpenROAD-flow-scripts/flow DESIGN_CONFIG=/design/flow/config.mk WORK_HOME=/design/flow/orfs finish
==> ./config.mk <==
export PLATFORM = sky130hd
export DESIGN_NAME = eight_bit_look_ahead_carry_adder
export DESIGN_NICKNAME = eight_bit_look_ahead_carry_adder
export VERILOG_FILES = /design/flow/design.v
export SDC_FILE = /design/flow/constraint.sdc
export NUM_CORES = 4
export LEC_CHECK = 1
export CORE_AREA = 10 10 70 70
export DIE_AREA = 0 0 80 80
==> ./constraint.sdc <==
current_design eight_bit_look_ahead_carry_adder

set clk_period 10.2
set clk_io_pct 0.2

create_clock -name clk0 -period $clk_period

set non_clock_inputs [all_inputs -no_clocks]
set_input_delay [expr $clk_period * $clk_io_pct] -clock clk0 $non_clock_inputs
set_output_delay [expr $clk_period * $clk_io_pct] -clock clk0 [all_outputs]
==> results.txt <==
Results of an implementation run.

The flow ran to the end, and the final reports show no timing, DRC or antenna violations. For this configuration, the core starts out at a cell density of 7.55%. In this run the vertical extent of the chip is 80 um. For this block, the routed nets add up to 766 um of wire. Per the detail_route report, the via count comes to 208.

The post-synthesis chip area from yosys is 258 um^2. The antenna violation net count after detailed routing is 0. Setup repair after global routing left no endpoint under its margin.

The most area-hungry cell type in the Yosys netlist is sky130_fd_sc_hd__fa_1. The critical path capture point is sum[7]. Per the finish-stage timing summary, setup violations number 0. The design has 0 sequential cells. Per the detail_route report, vias per standard cell equal 2.31. In the Yosys report the total cell count is 26. The synthesized instance count is 26. By instance count, the cell type seen most on the critical path is sky130_fd_sc_hd__fa_1. The total overflow left after global routing is 0.

The hold path depth is 5. After routing, the total negative slack on setup checks comes to 0 ps. The total of max-cap violations is 0. The total setup buffers inserted after CTS is 0.

The power density relative to cell area is 51.1 nW/um^2. The number of gates resized after CTS is 0. The number of antenna violations at the first check in global routing is 0.

Endpoints failing hold in the final report were tallied at 0. The number of warning messages in the logs is 32. In this run the tool buffered the top-level ports with 26 buffer cells. The highest fanout seen on the critical path is 1. Summing the areas of all and, or, nand and nor instances in the mapped netlist gives 0% of the synthesized area. Per the detail_route report, inserted antenna diodes total 0. The area fraction in compound gates is 0%. The top-area cell type share of the netlist area is 62.1%. The maximum achievable frequency is 124 MHz. The first global-routing pass estimated 1170 um of wire. Dividing the final minimum period by the clock period gives 79.1%. The number of pins exceeding their max-slew limit in the final report is 0.

The number of global-route vias before repair is 246. Data on the critical path arrives at its endpoint at 6030 ps. The global placer's final weighted congestion is 0.856. Entering global routing, the biggest net connects 2 pins.

Cells with a size suffix above 1 make up 0% of the layout. STA classifies the critical path startpoint as an input pin. The critical path in this run is classified as in -> out.

The tally of filler cells in the layout is 401. The overall routing resource usage is 2.30%. The synthesis stats list as the most numerous cell sky130_fd_sc_hd__inv_1.

Headroom to the max-slew limit came out at 92.8%. The synthesis run identifies the leading combinational cell family as adder cells. After synthesis, the mean cell area works out to 9.91 um^2. The layout overhead on the synthesized area is 100%. The post-CTS hold buffer count recorded in the log is 0. Of the total synthesized cell area, the portion taken by full adders, half adders and majority gates is 62.1%. The number of detailed-routing iterations run before antenna repair is 2.

The final period demand of the worst path is 8070 ps. After synthesis, flip-flops and latches occupy 0% of the total area. The floorplan step defined a core boundary enclosing 3420 um^2. The critical path capture point type is an output pin. The critical path startpoint is a[0]. The main area contributors are sky130_fd_sc_hd__fa_1 62%, sky130_fd_sc_hd__buf_4 23%, sky130_fd_sc_hd__inv_1 15%.

The worst hold path belongs to the class in -> out. The design draws 0.0000264 W. The number of top-level design ports is 26.

The commonest cells after synthesis are 10 x sky130_fd_sc_hd__inv_1, 8 x sky130_fd_sc_hd__buf_4, 8 x sky130_fd_sc_hd__fa_1. The combinational gate area is 160 um^2. The clock tree buffer count of the final layout is 0. The signal on the critical path passes through clkdlybuf4s50_1 -> inv_1 -> fa_1 -> inv_1 -> fa_1 -> fa_1 -> fa_1 -> fa_1 -> fa_1 -> fa_1 -> inv_1 -> fa_1 -> inv_1 -> clkdlybuf4s50_1. In this run the cell area of the synthesized design comes to 258 um^2. Across the whole layout, storage elements account for 0 um^2.

Data on the critical path is required at its endpoint by 8160 ps. The horizontal die size is 80 um. The worst hold slack is 5130 ps. The number of rows in the core area is 21. The chip area is 6400 um^2. The maximum ir drop on the vdd rail is 0.0152 mV. The count of different cell masters after synthesis is 3. The critical-path cell with the highest stage delay is sky130_fd_sc_hd__clkdlybuf4s50_1. The proportion of synthesized area in mux cells is 0%.

The largest single stage delay on the critical path is 460 ps. The average wire length per cell after detail routing is 8.51 um. After the first detailed-routing iteration, the DRC count stood at 1. For this design the static power due to leakage is 0.213 nW. The remaining design rule violation count is 0.

The post-synthesis xor/xnor area fraction is 0%. The synthesis log from Yosys contains 0 warnings. The slew of the pin with the lowest slew margin is 107 ps.

According to the dpl log, the detail-placed design has an HPWL of 781 um.
-- per-layer routing --
metal | up-vias | track usage (%) | wire length [um]
li1 | 96 | - | -
met1 | 88 | 2.90 | 299
met2 | 24 | 2.65 | 204
met3 | 0 | 2.61 | 262
met4 | 0 | 0 | 0
met5 | - | 0 | 0
-- worst min path at each step --
stage     start  endpoint  slack, ps
4_1_cts    b[7]    sum[7]       5150
6_report   b[7]    sum[7]       5130
5_1_grt    b[2]    sum[2]       5200
-- where the power goes --
part | internal (W) | leakage, nW | switching [W] | total [W]
logic | 0.0000196 | 0.213 | 0.00000680 | 0.0000264
registers | 0 | 0 | 0 | 0
clock network | 0 | 0 | 0 | 0
total | 0.0000196 | 0.213 | 0.00000680 | 0.0000264
-- metrics by stage --
step                utilization (%)  instances  setup slack (ps)  cell area [um^2]
global route                   15.1         90              1900               515
finish                         15.1         90              2130               515
global placement               15.1         90              2110               515
CTS                            15.1         90              2090               515
floorplan                         -         26              3020               258
detailed placement             15.1         90              2100               515
-- placed cells by master, fill, tap and decap left out --
cell | synthesis | routed
sky130_fd_sc_hd__fa_1 | 8 | 8
sky130_fd_sc_hd__clkdlybuf4s50_1 | 0 | 26
sky130_fd_sc_hd__inv_1 | 10 | 10
-- critical path, delay by kind of cell --
family	cells	cell delay [ps]
buffers and inverters	6	1130
adder cells (fa/ha/maj)	8	2870
-- cells by family after synthesis --
group / Yosys count
adder cells (fa/ha/maj): 8
buffers and inverters: 18
-- final cells by class --
cell class                      instances  share of cell area [%]
Multi-Input combinational cell          8                    31.1
Timing Repair Buffer                   26                    50.5
Inverter                               10                    7.28
Tap cell                               46                    11.2
Power figures rest on the tool's default switching activity, not on a simulated workload.
